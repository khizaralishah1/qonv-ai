### flow/run.sh
#!/bin/bash
# OpenROAD 26Q1-2900-gdf79404cd8, Yosys 0.63+post, stock flow scripts
make -C /OpenROAD-flow-scripts/flow DESIGN_CONFIG=/design/flow/config.mk WORK_HOME=/design/flow/orfs finish
### flow/config.mk
export PLATFORM = sky130hd
export DESIGN_NAME = registerfilenew
export DESIGN_NICKNAME = registerfilenew
export VERILOG_FILES = /design/flow/design.v
export SDC_FILE = /design/flow/constraint.sdc
export NUM_CORES = 4
export LEC_CHECK = 1
export CORE_UTILIZATION = 40
### flow/constraint.sdc
current_design registerfilenew

set clk_period 9.3
set clk_io_pct 0.2

create_clock -name clk0 -period $clk_period [get_ports {clk}]

set non_clock_inputs [all_inputs -no_clocks]
set_input_delay [expr $clk_period * $clk_io_pct] -clock clk0 $non_clock_inputs
set_output_delay [expr $clk_period * $clk_io_pct] -clock clk0 [all_outputs]
### flow/design.v
module registerfilenew(clk, rs1, rs2, rd, writedata, regwrite, readdata1, readdata2);
    input clk;
    input [4:0] rs1, rs2, rd;
    input [31:0] writedata;
    input regwrite;
    output wire [31:0] readdata1, readdata2;
    reg [31:0] regfile [0:31];
    initial 
    begin
      regfile[0] <= 0;
    end
    wire x1 = (rd == rs1 & rd != 0 & regwrite == 1);
    wire x2 = (rd == rs2 & rd != 0 & regwrite == 1);
    assign readdata1 =  x1 ? writedata: regfile[rs1];
    assign readdata2 =  x2 ? writedata: regfile[rs2];
    always @ (posedge clk)
    begin
        if (regwrite == 1 & rd != 0)
          regfile[rd] <= writedata;
    end
endmodule
==> impl_metrics.ini <==
; generated from flow reports
[worst_setup_path]
path_cells = clkdlybuf4s50_1 > or3b_2 > buf_4 > o22ai_1 > nor4_1 > mux2_2 > clkdlybuf4s50_1
endpoint_kind = output pin
required_ns = 7.44
cpMaxStageDelayCell = clkdlybuf4s50_1
path_common_cell = clkdlybuf4s50_1
crit_fanout = 18
cpPeakStageDelay_ns = 1.00
critPathTopFamily = buffers and inverters
crit_buf_inv = 3
crit_path_start_kind = input port
worstPathArrival_ns = 5.69
path_class = in -> out

[finish]
largest-register = regfile
layout_top_cell = edfxtp_1
largestRegisters = regfile (1024)
lay_top_cells = edfxtp_1, mux4_2, o22ai_1
final_layout_size_suffix_gt1_share_pct = 36.25
area.growth.synth_to_final_pct = 14.75
largest_reg_flops = 1024

[drt]
antennaDiodeCount = 0
vias_per_cell = 6.308
first_iter_violations = 1562
remaining_drc_errors = 0
antenna_left = 0
wirelength_mm = 134.1
firstDrtPassIters = 5
vias = 25200
wl_per_cell_um = 33.56

[timing]
max_freq_mhz = 132.5
setup_violations = 0
hold_viol_final = 0
tns_ns = 0
fin_ws_ns = 1.751
tightest_slew_ns = 0.9348
rsz0062_at_grt = false
slew_headroom_pct = 37.53
finalMaxSlewViolations = 0
whs_ns = 1.986
final.min_clock_period_ns = 7.549
finalClockPeriodUsage_pct = 81.17

[synthesis]
syn_area_sq_mm = 0.04669
avgSynthCellArea_sq_um = 21.17
ys_warn_count = 1
synth-area-yosys_sq_mm = 0.04669
syn-instance-count = 2205
yosysCellCount = 2205
ys.flops = 1024
synth_seq_share_pct = 65.86
synth_cell_types = 36

[global_route]
grt.overflow.total = 0
grt_max_degree = 95
grt_pass1_vias = 28750
gr-usage-all-layers_pct = 25.77
antenna_found_initial = 1
grt_pass1_wl_mm = 195.2

[cts]
clockRootBuffer = clkbuf_16
clock_sinks = 1024
cts_hold_buffers = 0
clockBufferDepth = 3
numCtsBuffers = 108
htreeDepth = 3
cts_tree = done
clk_pin_slew_worst_paths_ns = 0.06
cts-resized-gates = 0
cts_setup_buffers = 0

[power_and_ir_drop]
vdd_drop_max_v = 0.0001527
power.share.clock_pct = 41.2
leakagePower_nw = 16.29
power.total_mw = 10.29
pwr-share-seq_pct = 50.3
switching_share_pct = 21.75
power_switching_mw = 2.237
comb_power_share_pct = 8.6
p_int_mw = 8.051
p_per_area_mw_per_mm2 = 192.0

[placed_design]
dp_worst_setup_slack_ns = 1.851
io_buffers = 112
place.gp.congestion = 0.8550
dp_hpwl_mm = 74.72

[floorplanning]
pin_count = 113
fp_util_pct = 40.61
die_y_um = 343.6
floorplan.core_area_sq_mm = 0.1150
rows = 124
die_x_um = 343.6
dieArea_sq_mm = 0.1181

[run]
warnings = 26
maxCapViolCount = 0

[outcome]
status = finished, final reports clean

[worst_hold_path]
hold_path.class = in -> reg
kinds of logic after synthesis:
group,synth area share [%]
AOI/OAI and AO/OA,3.514
xor gates and xnor gates,0.1876
buffers and inverters,2.265
DFF,65.86
muxes,26.33
other,0.008032
and+or+nand+nor,1.836
per-layer routing:
layer,routed length [um],track usage (%),vias to the layer above
met5,498,3.005,-
met4,3201,4.704,14
met3,27410,23.13,208
met2,62570,36.80,1859
met1,40410,29.54,12860
li1,-,-,10260
stage by stage:
stage,std cells,utilization [%],instance area [sq um]
CTS,3995,46.60,53570
finish,3995,46.60,53570
floorplan,2236,-,46800
global route,3995,46.60,53570
detailed placement,3795,43.58,50100
global placement,3795,43.58,50100
synth_stat cells:
cell type	count	share of area [%]
a221oi_1	1	0.019
and3b_1	1	0.019
and4_1	1	0.019
buf_1	4	0.032
buf_2	59	0.63
buf_4	48	0.77
buf_6	11	0.27
clkbuf_1	69	0.55
conb_1	1	0.0080
edfxtp_1	1024	66
inv_1	1	0.0080
mux2_2	61	1.5
mux2_4	5	0.16
mux2i_1	2	0.043
mux4_2	511	25
nand2_1	4	0.032
nand2b_1	2	0.027
nand3_1	7	0.075
nand3b_1	12	0.19
nor2_1	35	0.28
nor3b_1	1	0.016
nor4_1	62	0.83
nor4_4	2	0.091
o221a_2	1	0.024
o221ai_1	1	0.019
o22ai_1	253	3.4
o31ai_1	1	0.016
o31ai_4	1	0.046
or3_1	3	0.040
or3_4	1	0.024
or3b_1	2	0.038
or3b_2	6	0.11
or4_1	1	0.016
or4b_2	1	0.021
xnor2_1	6	0.11
xor2_1	4	0.075
final cells by class:
cell class	count	area, sq um
Timing Repair Buffer	238	2212
Sequential cell	1024	30750
Fill cell	9161	61390
Clock buffer	139	2883
Inverter	1	3.754
Clock inverter	61	590.6
Tap cell	1512	1892
Multi-Input combinational cell	1020	15240
power by group through the flow:
stage	Sequential [mW]	Clock [mW]	Combinational (mW)
CTS	5.17	4.30	0.891
global route	5.18	4.47	0.946
finish	5.17	4.23	0.881
final timing paths:
kind    startpoint             end  slack (ns)  depth (start not counted)
max         rs2[2]    readdata2[3]        1.75                          7
min   writedata[0]  regfile[25][0]        1.99                          2
Power and IR drop assume default switching activity.
