**flow/run.sh**
```bash
#!/bin/bash
# OpenROAD 26Q1-2900-gdf79404cd8, Yosys 0.63+post, stock flow scripts
make -C /OpenROAD-flow-scripts/flow DESIGN_CONFIG=/design/flow/config.mk WORK_HOME=/design/flow/orfs finish
```
**flow/config.mk**
```make
export PLATFORM = sky130hd
export DESIGN_NAME = idexreg
export DESIGN_NICKNAME = idexreg
export VERILOG_FILES = /design/flow/design.v
export SDC_FILE = /design/flow/constraint.sdc
export NUM_CORES = 4
export LEC_CHECK = 1
export CORE_AREA = 10 10 217 217
export DIE_AREA = 0 0 227 227
```
**flow/constraint.sdc**
```tcl
current_design idexreg

set clk_period 1.0
set clk_io_pct 0.2

create_clock -name clk0 -period $clk_period [get_ports {clk}]

set non_clock_inputs [all_inputs -no_clocks]
set_input_delay [expr $clk_period * $clk_io_pct] -clock clk0 $non_clock_inputs
set_output_delay [expr $clk_period * $clk_io_pct] -clock clk0 [all_outputs]
```
**flow/design.v**
```verilog
module idexreg(clk, pc_if, a,    b,    immediate,    func7,      func3,    rd,    opcode_if, branch_if, memread_if, memtoreg_if, aluop_if, memwrite_if, alusrc_if, regwrite_if, rs1_if, rs2_if, pcsrc, jump, 
                    pc_id, a_id, b_id, immediate_id, func7_id,   func3_id, rd_id, opcode_id, branch_id, memread_id, memtoreg_id, aluop_id, memwrite_id, alusrc_id, regwrite_id, rs1_id, rs2_id, jump_id);
    input clk, branch_if, memread_if, memtoreg_if, memwrite_if, alusrc_if, func7, regwrite_if, pcsrc, jump;
    input [1:0] aluop_if;
    input [31:0] pc_if, a, b, immediate;
    input [4:0] rd, rs1_if, rs2_if;
    input [2:0] func3;
    input [6:0] opcode_if;
    output reg branch_id, memread_id, memtoreg_id, memwrite_id, alusrc_id, func7_id, regwrite_id, jump_id;
    output reg [1:0] aluop_id;
    output reg [31:0] pc_id, a_id, b_id, immediate_id;
    output reg [4:0] rd_id, rs1_id, rs2_id;
    output reg [2:0] func3_id;
    output reg [6:0] opcode_id;
    initial
    begin
        branch_id    <= 0;
        memread_id   <= 0;
        memtoreg_id  <= 0;
        memwrite_id  <= 0;
        alusrc_id    <= 0;
        aluop_id     <= 0;
        pc_id        <= 0;
        a_id         <= 0;
        b_id         <= 0;
        immediate_id <= 0;
        rd_id        <= 0;
        func3_id     <= 0;
        func7_id     <= 0;
        regwrite_id  <= 0;
        rs1_id       <= 0;
        rs2_id       <= 0;
        jump_id      <= 0;
        opcode_id    <= 0;
    end
    always @(posedge clk)
    begin
        if (pcsrc)
            begin
                branch_id    <= 0;
                memread_id   <= 0;
                memtoreg_id  <= 0;
                memwrite_id  <= 0;
                alusrc_id    <= 0;
                aluop_id     <= 0;
                pc_id        <= 0;
                a_id         <= 0;
                b_id         <= 0;
                immediate_id <= 0;
                rd_id        <= 0;
                func3_id     <= 0;
                func7_id     <= 0;
                regwrite_id  <= 0;
                rs1_id       <= 0;
                rs2_id       <= 0;
                jump_id      <= 0;
                opcode_id    <= 0;
            end
        else
            begin
                branch_id    <= branch_if;
                memread_id   <= memread_if;
                memtoreg_id  <= memtoreg_if;
                memwrite_id  <= memwrite_if;
                alusrc_id    <= alusrc_if;
                aluop_id     <= aluop_if;
                pc_id        <= pc_if;
                a_id         <= a;
                b_id         <= b;
                immediate_id <= immediate;
                rd_id        <= rd;
                func3_id     <= func3;
                func7_id     <= func7;
                regwrite_id  <= regwrite_if;
                rs1_id       <= rs1_if;
                rs2_id       <= rs2_if;
                jump_id      <= jump;
                opcode_id    <= opcode_if;
            end
    end
endmodule
```
==> flow_summary.json <==
{
  "initCoreUtil_pct": 11.4,
  "min_period_ns": 1.20,
  "pwr-share-comb_pct": 10.0,
  "required_ns": 0.80,
  "rows": 75,
  "routed_wl_um": 17600,
  "clk_pin_slew_ns": 0.07,
  "cts_buffers": 17,
  "postSynthSeqShare_pct": 68.2,
  "ant_nets": 0,
  "grt_pass1_wl_um": 24900,
  "power_density_mw_per_mm2": 1750,
  "warnings": 27,
  "max_stage_delay_ns": 0.41,
  "finalCritPeriodShare_pct": 120,
  "cts.sinks": 163,
  "hold_viol": 0,
  "leakage_nw": 3.70,
  "fin_area_mm2": 0.00859,
  "hold_buffers": 0,
  "gp_congestion": 0.767,
  "critPathLaunchType": "register",
  "swShare_pct": 23.8,
  "worstMarginPinSlew_ns": 0.237,
  "hold_class": "input pin to register",
  "drt-initial-drc-count": 89,
  "worst-path-buf-inv": 1,
  "relSlewSlack_pct": 84.2,
  "status": "complete, but fails checks",
  "cp.arrival_ns": 1.00,
  "cp_top_family": "flip-flops",
  "synthCells": 344,
  "path_max_fanout": 1,
  "num-fill-cells": 4570,
  "insertedDiodeCount": 0,
  "htreeDepth": 4,
  "grt_max_degree": 36,
  "grt_overflow_total": 0,
  "ys.flops": 163,
  "placedCellCount": 1204,
  "fin_cells": 1236,
  "violations": "setup timing",
  "avgSynthCellArea_um2": 13.9,
  "viasPerCell": 2.87,
  "synth_chip_area_mm2": 0.00479,
  "clock_path_buffers": 2,
  "p_sw_mw": 3.59,
  "vias": 3553,
  "antenna_found_initial": 1,
  "preCtsSetupSlack_ns": -0.365,
  "cp-end-kind": "output pin",
  "ys_types": 7,
  "cts_tree": "yes",
  "intPower_mw": 11.5,
  "die_w_um": 227,
  "crit_slowest_cell": "dfxtp_4",
  "grt_pass1_vias": 3823,
  "port_buffers": 327,
  "place_hpwl_um": 14000,
  "seqPwrFrac_pct": 46.1,
  "use_met1_pct": 7.57,
  "pin_count": 328,
  "crit_chain": "buf_6",
  "cts-root-buf": "clkbuf_16",
  "drc": 0,
  "path_class": "register to output pin",
  "die_h_um": 227,
  "drive_above_1_share_pct": 44.9,
  "drtPass1Iterations": 3,
  "dieArea_mm2": 0.0515,
  "rsz0062_at_grt": "yes",
  "maxSlewViolCount": 0,
  "setup_viol": 163,
  "place_area_mm2": 0.00868,
  "ir_drop_uv": 1380,
  "syn_area_mm2": 0.00479,
  "wl_per_cell_um": 14.2,
  "clkPwrFrac_pct": 43.8,
  "yosysWarnings": 1,
  "grt_use_total_pct": 6.60,
  "ys_cells": 344,
  "fin_ws_ns": -0.201,
  "cap_violations": 0,
  "area_delta_synth_final_pct": 79.5,
  "top_usage_layer": "met2",
  "fmax_ghz": 0.833,
  "use_met3_pct": 4.60,
  "core_area_mm2": 0.0421,
  "use_met2_pct": 9.98
}
synth_stat cells:
cell type	count	area share, %
nor2b_4	24	6.9
dfxtp_1	163	68
buf_6	2	0.47
nor2b_1	93	12
buf_12	7	2.9
nor2b_2	46	8.4
buf_2	9	0.94
sequential cells by signal, indices dropped and copies added, names as in the netlist, 2 cells and up:
name / count
aluop_id: 2
rs2_id: 5
immediate_id: 32
rs1_id: 5
pc_id: 32
b_id: 32
func3_id: 3
rd_id: 5
a_id: 32
opcode_id: 7
cells by family (layout without fill, tap and decap cells):
group	Yosys count	count (layout)	synth area share (%)
buf+inv	18	371	4.34
simple gates	163	163	27.5
flops	163	163	68.2
power by group through the flow:
stage         sequential (mW)  clock [mW]  combinational [mW]
CTS                      6.95        6.93                1.54
global route             6.98        7.13                1.65
finish                   6.95        6.60                1.51
area by class of cell:
| type | count | area [µm²] | area share, % |
|---|---|---|---|
| Clock buffer | 17 | 425 | 4.95 |
| Clock inverter | 15 | 164 | 1.91 |
| Multi-Input combinational cell | 163 | 1320 | 15.3 |
| Sequential cell | 163 | 3320 | 38.7 |
| Tap cell | 539 | 674 | 7.85 |
| Timing Repair Buffer | 339 | 2690 | 31.3 |
stage by stage:
step	hold WS, ns	setup TNS [ns]	util, %	power [mW]
final	0.0889	-13.21	20.4	15.1
after floorplan	0.328	0	-	7.46
after global routing	0.0877	-22.58	20.4	15.8
after global placement	0.609	-2.00	20.6	8.94
after CTS	0.0563	-23.95	20.3	15.4
after detailed placement	0.609	-1.76	20.6	8.95
final timing paths:
check	start	slack [ns]	end	cells past startpoint
worst max-delay path	immediate_id[6]$_SDFF_PP0_	-0.20	immediate_id[6]	1
worst min-delay path	pcsrc	0.09	opcode_id[5]$_SDFF_PP0_	2
layer usage:
layer,vias up,wire [µm]
li1,1721,-
met1,1569,6750
met2,235,7560
met3,26,2840
met4,2,422
met5,-,13
timing repair:
action / CTS / global route
endpoints found under the setup margin: 163 / 163
gates cloned: 0 / 0
endpoints found under the hold margin: 0 / 0
resized: 568 / 17
buffers inserted: 0 / 0
placed cells by master (no fill, tap or decap), types with 7 or more instances in the layout:
cell type and n:
clkdlybuf4s50_1 163, buf_2 151, dfxtp_1 128, nor2b_1 93, nor2b_2 46, dfxtp_2 29, nor2b_4 24, clkbuf_16 17
buf_6 12, buf_4 7
Power figures rest on the tool's default switching activity, not on a simulated workload.
